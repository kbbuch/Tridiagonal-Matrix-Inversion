==> design.v <==
module SRAM_1R1W (clock, WE, WriteAddress, ReadAddress, WriteBus, ReadBus);
input  clock, WE; 
input  [6:0] WriteAddress, ReadAddress;  
input  [31:0] WriteBus;
output [31:0] ReadBus;
reg [31:0] Register [0:127];    
reg [31:0] ReadBus;
reg [127:0] WElines;
integer i;
always@(*)
#4 WElines = (WE << WriteAddress);
always@(posedge clock)
    for (i=0; i<=127; i=i+1)
    if (WElines[i]) Register[i] <= WriteBus;
always@(*) 
  begin 
    #4 ReadBus  =  Register[ReadAddress];
  end
endmodule
==> run.sh <==
#!/bin/bash
# OpenROAD 26Q1-2900-gdf79404cd8, Yosys 0.63+post, stock flow scripts
make -C /OpenROAD-flow-scripts/flow DESIGN_CONFIG=/design/flow/config.mk WORK_HOME=/design/flow/orfs finish
==> config.mk <==
export PLATFORM = sky130hd
export DESIGN_NAME = SRAM_1R1W
export DESIGN_NICKNAME = SRAM_1R1W
export VERILOG_FILES = /design/flow/design.v
export SDC_FILE = /design/flow/constraint.sdc
export NUM_CORES = 4
export LEC_CHECK = 1
export CORE_UTILIZATION = 40
==> constraint.sdc <==
current_design SRAM_1R1W

set clk_period 59.2
set clk_io_pct 0.2

create_clock -name clk0 -period $clk_period [get_ports {clock}]

set non_clock_inputs [all_inputs -no_clocks]
set_input_delay [expr $clk_period * $clk_io_pct] -clock clk0 $non_clock_inputs
set_output_delay [expr $clk_period * $clk_io_pct] -clock clk0 [all_outputs]
==> qor.txt <==
Crit Path Class: primary input to output pin
Period Utilization, post-route: 51.7%
I/O pins: 80
Inserted Clock Buffers: 411
Req. time, crit path: 47.36 ns
Int Power: 0.00470 W
IO Port Bufs: 79
cell count after placement: 13600
CTS H-Tree Depth: 5
gr usage total: 54.1%
Largest Register: Register
Crit path top cell by count: buf_4
Max Freq: 32.7 MHz
vias per inst: 7.71
DRC viols: 0
worst vdd ir: 26.2 µV
synthesized area: 151000 µm²
vias in the first global route: 109000
Max-slew headroom: -12.6%
Worst-Margin Slew: 1.69 ns
yosys synthesis chip area: 151000 µm²
floorplan utilization: 40.3%
Clock transition at path regs: 0.06 ns
register share after synthesis: 81.7%
Placeable Area: 373000 µm²
tool warnings: 27
Horiz. Die Dim: 615 µm
largest net degree at the start of global routing: 83
failing checks: max-capacitance violations, max-slew violations
Fill cells: 30500
Largest register FFs: 4096
Max-Cap Viols: 4
Post-DRT Antenna Nets: 0
Cell Pwr Density: 34.4 nW/µm²
top-area cell type share of the netlist area: 81.7%
Setup crit start kind: primary input
clock power share: 42.7%
Tmin final: 30.59 ns
post-CTS sizing: 0
async set or reset register ratio after synthesis: 0%
Setup TNS: 0 ns
cells after synthesis: 8238
starting DRC count in detailed routing: 13800
Post-CTS Setup Repair Bufs: 0
Worst Path Buf+Inv: 6
Sw Share: 22.7%
CP max stage cell: a2111oi_0
initial antenna violation count: 151
crit-path max FO: 22
Initial DRT Pass Iterations: 8
CTS tree: built
Worst Hold Class: primary input to register
most frequent cells after synthesis: edfxtp_1 (4096), a22oi_1 (1300), nor2_1 (329), a22o_1 (239), clkbuf_1 (235)
first-pass GRT wire length: 1170 mm
die area: 379000 µm²
Yosys Warn Count: 2
post-layout util: 47.3%
final std cells w/o fill: 14600
gr ovfl total: 0
unrepaired setup endpoints after global routing: false
Slew Viols, Final: 25
post-synth cell types: 78
Final Hold Fails: 0
Top FF cell, synth: edfxtp_1
clock sink count: 4096
worst-path cell chain: buf_4 > or3b_4 > buf_4 > buf_4 > nor2_4 > buf_4 > a222oi_1 > o221ai_1 > a2111oi_0 > a41oi_1 > buf_4 > clkdlybuf4s50_1
Post-synth EDFFs: 4096
Post-DP HPWL: 578 mm
hold_buf cts: 0
Regs by FF count: Register: 4096 flops
via count: 112000
sequential cell fraction of total power: 52.7%
Critical Path Max Stage Delay: 1.16 ns
drt wl/cell: 64.2 µm
crit end category: output pin
die height: 615 µm
Leakage: 54.2 nW
Comb power frac: 4.6%
layout cell share with drive strength beyond 1: 18.6%
critical path arrival: 18.75 ns
status: complete, but fails checks
Area growth syn-to-layout: 17.3%
Net Sw Power: 0.00138 W
Final Setup Violations: 0
routability cong.: 1.14
area leader, netlist: edfxtp_1
root buf cell: clkbuf_16
WL final: 936 mm
Clock Tree Buf Depth: 4
Yosys reg bits: 4096
most frequent cell after synthesis: edfxtp_1
row count: 224
yosys cell count: 8238
top cells by area: edfxtp_1 (82%), a22oi_1 (6.5%), a22o_1 (1.4%)
cell family with most CP delay: AND-OR/OR-AND gates
Avg Cell Area, Syn: 18.3 µm²
power groups by stage:
stage                 Sequential (W)  Combinational (W)  Clock (W)
after CTS                    0.00320           0.000257    0.00257
after global routing         0.00320           0.000269    0.00267
final                        0.00320           0.000282    0.00260
path summary, 6_finish.rpt:
path / depth (start not counted) / to / slack [ns] / startpoint
setup / recovery: 12 / ReadBus[23] / 28.61 / ReadAddress[5]
hold / removal: 1 / Register[124][13]$_DFFE_PP_ / 11.12 / WriteBus[13]
cells by family after synthesis:
group,after synthesis,synth area share [%]
buffers and inverters,522,1.57
AOI/OAI and AO/OA,2354,12.0
and+or+nand+nor,1176,4.07
muxes,90,0.648
DFF,4096,81.7
per-stage QoR:
| stage | setup WS, ns | power (W) | hold slack, ns | cell area [µm²] |
|---|---|---|---|---|
| 2_1_floorplan | 33.41 | 0.00334 | 11.94 | 151000 |
| 6_report | 28.61 | 0.00608 | 11.12 | 177000 |
| 5_1_grt | 29.02 | 0.00614 | 11.17 | 176000 |
| 3_3_place_gp | 29.07 | 0.00352 | 12.19 | 163000 |
| 3_5_place_dp | 29.12 | 0.00352 | 12.19 | 163000 |
| 4_1_cts | 29.09 | 0.00603 | 11.15 | 176000 |
cell usage in the layout (no fill, tap or decap), types with 42 or more instances in the layout:
cell type / instances
nor2_4: 172
a32oi_1: 42
a222oi_1: 121
a22oi_1: 1300
nor2_2: 75
mux2i_1: 49
nor2_1: 90
diode_2: 283
nand4_1: 160
clkbuf_1: 89
a221oi_1: 115
buf_4: 810
a21oi_1: 108
clkinv_2: 74
edfxtp_1: 4096
nor3_1: 66
clkbuf_16: 418
nor4_1: 84
clkinv_1: 95
and3_1: 63
o22ai_1: 189
nand2_1: 174
nand3_1: 131
a22o_1: 239
cell type report:
type	count	area [µm²]	area share, %
flip-flops and latches	4096	123000	69.7
multi-input cells	3620	27000	15.3
clock buffers	507	10800	6.11
repair buffers	862	6710	3.80
well taps	4972	6220	3.52
clock inverters	239	2160	1.23
diodes	283	708	0.401
inverters	2	7.51	0.00425
per-layer routing:
metal | global-route usage [%] | share of wire [%] | vias up
li1 | - | - | 36900
met1 | 44.6 | 25 | 54100
met2 | 63.1 | 39 | 16000
met3 | 58.3 | 24 | 4921
met4 | 46.2 | 11 | 386
met5 | 43.9 | 1.5 | -
Power figures rest on the tool's default switching activity, not on a simulated workload.
